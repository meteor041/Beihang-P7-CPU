==> design.v <==
`timescale 1ns / 1ps
module HAZARD_CTRL(
    input wire [31:0] ID_instr,
    input wire [4:0] ID_A1,
    input wire [4:0] ID_A2,
    input wire [31:0] ID_RD1,
    input wire [31:0] ID_RD2,
    input wire [1:0] ID_A1_USE,
    input wire [1:0] ID_A2_USE,
    input wire ID_MD,
    input wire ID_Eret,  
    input wire [31:0] EX_instr,
    input wire [4:0] EX_A1,
    input wire [4:0] EX_A2,
    input wire [31:0] EX_RD1,
    input wire [31:0] EX_RD2,
    input wire [1:0] EX_NEW,
    input wire [4:0] EX_A3,
    input wire [31:0] EX_WD,
    input wire MULT_DIV_BUSY,
    input wire MULT_DIV_START,
    input wire EX_MTC0,  
    input wire [31:0] MEM_instr,
    input wire [4:0] MEM_A2,
    input wire [31:0] MEM_RD2,
    input wire [1:0] MEM_A2_NEW,
    input wire [4:0] MEM_A3,
    input wire [31:0] MEM_WD,
    input wire MEM_MTC0,  
    input wire [4:0] WB_A3,
    input wire [31:0] WB_WD,
    output wire [31:0] ID_RD1_forward,
    output wire [31:0] ID_RD2_forward,
    output wire [31:0] EX_RD1_forward,
    output wire [31:0] EX_RD2_forward,
    output wire [31:0] MEM_RD2_forward,
    output wire Enable_PC,
    output wire Enable_IF_ID,
    output wire Enable_ID_EX,
    output wire Flush_ID_EX
    );
    wire STALL;
    assign STALL =  (ID_A1 == EX_A3 && ID_A1_USE < EX_NEW && EX_A3 != 0)  
                 || (ID_A2 == EX_A3 && ID_A2_USE < EX_NEW && EX_A3 != 0)
                 || (ID_A1 == MEM_A3 && ID_A1_USE < MEM_A2_NEW && MEM_A3 != 0)
                 || (ID_A2 == MEM_A3 && ID_A2_USE < MEM_A2_NEW && MEM_A3 != 0)
                 || (ID_MD && (MULT_DIV_BUSY || MULT_DIV_START))
                 || (ID_Eret && ((EX_MTC0 && EX_instr[15:11] == 5'D14) || (MEM_MTC0 && MEM_instr[15:11] == 5'd14))); 
    assign Enable_PC = !STALL;
    assign Enable_IF_ID = !STALL;
    assign Flush_ID_EX = STALL;
    assign Enable_ID_EX = 1'b1;
    reg [31:0] REG_A3;
    reg [31:0] REG_WD;
    assign ID_RD1_forward = (ID_A1 == 5'b0) ? 0 :
                            (ID_A1 == MEM_A3) ? MEM_WD :
                            (ID_A1 == WB_A3) ? WB_WD :
                            ID_RD1;
    assign ID_RD2_forward = (ID_A2 == 5'b0) ? 0:
                            (ID_A2 == MEM_A3) ? MEM_WD :
                            (ID_A2 == WB_A3) ? WB_WD :
                            ID_RD2;
    assign EX_RD1_forward = (EX_A1 == 5'b0) ? 0:
                            (EX_A1 == MEM_A3) ? MEM_WD :
                            (EX_A1 == WB_A3) ? WB_WD :
                            EX_RD1;
    assign EX_RD2_forward = (EX_A2 == 5'b0 ) ? 0:
                            (EX_A2 == MEM_A3) ? MEM_WD :
                            (EX_A2 == WB_A3) ? WB_WD : 
                            EX_RD2;
    assign MEM_RD2_forward = (MEM_A2 == 5'b0 ) ? 0 :
                            (MEM_A2 == WB_A3) ? WB_WD :
                            MEM_RD2;
endmodule
==> run.sh <==
#!/bin/bash
# OpenROAD 26Q1-2900-gdf79404cd8, Yosys 0.63+post, stock flow scripts
make -C /OpenROAD-flow-scripts/flow DESIGN_CONFIG=/design/flow/config.mk WORK_HOME=/design/flow/orfs finish
==> config.mk <==
export PLATFORM = sky130hd
export DESIGN_NAME = HAZARD_CTRL
export DESIGN_NICKNAME = HAZARD_CTRL
export VERILOG_FILES = /design/flow/design.v
export SDC_FILE = /design/flow/constraint.sdc
export NUM_CORES = 4
export LEC_CHECK = 1
export CORE_AREA = 10 10 224 224
export DIE_AREA = 0 0 234 234
==> constraint.sdc <==
current_design HAZARD_CTRL

set clk_period 7.5
set clk_io_pct 0.2

create_clock -name clk0 -period $clk_period

set non_clock_inputs [all_inputs -no_clocks]
set_input_delay [expr $clk_period * $clk_io_pct] -clock clk0 $non_clock_inputs
set_output_delay [expr $clk_period * $clk_io_pct] -clock clk0 [all_outputs]
==> metrics.cfg <==
[outcome]
status = finished clean

[layout]
lay_top_count = clkdlybuf4s50_1
layout_top_cells = 451 x clkdlybuf4s50_1, 160 x mux2i_1, 132 x nor2_1
flops = 0
finalNonFillerCells = 1635
drive_gt1_share_pct = 6.58
register_area_sq_um = 0
syn2layout_area_growth_pct = 108
fin_util_pct = 21.4
clkbuf_count = 0

[drt]
viasPerCell = 4.03
wl_per_cell_um = 22.2
drtAntennaViolNets = 0
via_count = 6597
firstDrtPassIters = 5
first_iter_violations = 293
route.detailed.drc = 0
wl_mm = 36.3

[synthesis]
ys_chip_area_sq_um = 4640
top_cells_by_area = mux2i_1 34%, a211oi_1 21%, nor2_1 11%
syn_inst = 632
synth_cell_types = 35
top_cell_area_share_pct = 34.5
yosysWarnings = 0
yosysSeqAreaShare_pct = 0
ys_cells = 632
yosysTopAreaCell = mux2i_1
synth.avg_cell_area_sq_um = 7.35
syn_area_sq_um = 4640

[worst_setup_path]
crit_required_ns = 6.00
critPathMaxFanout = 15
worstSetupStartpoint = WB_A3[1]
critPathSlowestCell = nand3_2
cp_slowest_stage_delay_ns = 0.60
crit_arrival_ns = 4.64
crit_top_cell = clkdlybuf4s50_1
crit_chain = clkdlybuf4s50_1 > xor2_1 > nor3_1 > nand3_2 > buf_4 > mux2i_1 > a211oi_1 > clkdlybuf4s50_1
cp_top_family = buffers and inverters
endpoint_kind = primary output
path_buffers = 3
critPathLaunchType = primary input
critPathKind = primary input to primary output

[die]
dieArea_sq_um = 54800
die_y_um = 234
num_io_pins = 570
core_sq_um = 45300
row_count = 78
die_width_um = 234
fp_util_pct = 10.3

[placement]
dp.cells = 1633
dpl.hpwl_mm = 30.2
io_buffers = 451
gp_congestion = 0.873

[global_route]
grt_pass1_vias = 6795
overflow = 0
grt_pass1_wl_mm = 49.5
grt_max_degree = 39
antenna_found_initial = 4
grtUsageTotal_pct = 12.5

[sta]
fin_crit_sh_pct = 81.9
hold_viol_final = 0
finalSetupViolCount = 0
max_freq_ghz = 0.163
rsz0062_at_grt = no
hold_slack_ns = 3.98
relSlewSlack_pct = 49.4
maxSlewViolCount = 0
period_needed_ns = 6.14
tightest_slew_ns = 0.757
tns_ns = 0

[pwr]
swShare_pct = 36.0
pwr-share-clk_pct = 0
powerDensity_nw_per_um2 = 56.8
p_leak_uw = 0.00408
cellInternalPower_uw = 352
p_total_uw = 550
p_seq_share_pct = 0
power.switching_uw = 198
power_frac_comb_pct = 100.0
peakVddDrop_mv = 0.0292

[cts]
ctsHoldBuffers = 0
postCtsSetupBuffers = 0
cts_resized = 0

[hold_path]
min-delay-path-class = primary input to primary output
holdCritStartpoint = MEM_RD2[31]

[run]
warning_count = 150
cap_violations = 0

cell usage after synthesis (all sizes together):
cell type	count
a2111oi	1
a211o	1
a211oi	129
a21boi	2
a21o	1
a21oi	1
buf	63
clkbuf	5
conb	1
ha	4
inv	3
mux2i	160
nand2	2
nand2b	2
nand3	9
nand4	2
nand4b	2
nor2	167
nor3	10
nor3b	2
o21ai	2
o32ai	1
or4	7
xnor2	26
xor2	29
kinds of logic after synthesis:
family	count (synthesis)	share of synthesized area (%)
multiplexers	160	34.5
adder cells (fa/ha/maj)	4	1.08
AND-OR/OR-AND	138	22.2
other	1	0.0807
XOR/XNOR	55	11.1
AND/OR/NAND/NOR	203	21.0
buffers and inverters	71	10.0
layout make-up:
class	count	area, sq um
fillers	4983	35600
repair buffers	469	4650
multi-input cells	561	4260
well taps	600	751
inverters	3	11.3
diodes	2	5.00
routing by layer:
layer,share of wire (%),GRT usage [%],vias up
met5,0.074,0,-
met4,1.8,2.04,4
met3,8.1,3.29,37
met2,48,21.2,335
met1,42,15.7,3081
li1,-,-,3140
metrics by stage:
| stage | cell area [sq um] | worst slack, ns |
|---|---|---|
| floorplan | 4640 | 3.30 |
| global placement | 9670 | 1.25 |
| detailed placement | 9670 | 1.24 |
| CTS | 9670 | 1.23 |
| global route | 9670 | 1.13 |
| finish | 9680 | 1.36 |
path summary, 6_finish.rpt:
kind                         endpoint  slack (ns)  cells after the start
hold / removal    MEM_RD2_forward[31]        3.98                      4
setup / recovery   EX_RD2_forward[30]        1.36                      8
worst min-delay path: stages:
cell,delay (ns)
clkdlybuf4s50_1,0.40
mux2i_1,0.13
nor2_1,0.05
clkdlybuf4s50_1,0.40
power by group through the flow:
stage	Sequential [uW]	Clock (uW)	Combinational, uW
CTS	0	0	560
finish	0	0.0000359	550
global route	0	0	591
Power is estimated from default activity; no workload was simulated.
